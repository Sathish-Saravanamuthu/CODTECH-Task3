## flow/run.sh

```bash
#!/bin/bash
# OpenROAD 26Q1-2900-gdf79404cd8, Yosys 0.63+post, stock flow scripts
make -C /OpenROAD-flow-scripts/flow DESIGN_CONFIG=/design/flow/config.mk WORK_HOME=/design/flow/orfs finish
```

## flow/config.mk

```make
export PLATFORM = sky130hd
export DESIGN_NAME = uart_tx
export DESIGN_NICKNAME = uart_tx
export VERILOG_FILES = /design/flow/design.v
export SDC_FILE = /design/flow/constraint.sdc
export NUM_CORES = 4
export LEC_CHECK = 1
export CORE_UTILIZATION = 30
```

## flow/constraint.sdc

```tcl
current_design uart_tx

set clk_period 2.4
set clk_io_pct 0.2

create_clock -name clk0 -period $clk_period [get_ports {clk}]

set non_clock_inputs [all_inputs -no_clocks]
set_input_delay [expr $clk_period * $clk_io_pct] -clock clk0 $non_clock_inputs
set_output_delay [expr $clk_period * $clk_io_pct] -clock clk0 [all_outputs]
```

## flow/design.v

```verilog
module uart_tx (
    input wire clk,          
    input wire rst,          
    input wire tx_start,     
    input wire [7:0] tx_data,  
    output reg tx,           
    output reg tx_busy       
);
    parameter BAUD_RATE = 9600;
    parameter CLK_FREQ = 50000000;  
    parameter CLKS_PER_BIT = CLK_FREQ / BAUD_RATE;
    parameter STATE_IDLE = 0;
    parameter STATE_START = 1;
    parameter STATE_DATA = 2;
    parameter STATE_STOP = 3;
    parameter STATE_CLEANUP = 4;
    reg [2:0] state = STATE_IDLE;
    reg [15:0] clk_count = 0;
    reg [2:0] bit_index = 0;
    reg [7:0] tx_shift_reg = 0;
    always @(posedge clk or posedge rst) begin
        if (rst) begin
            state <= STATE_IDLE;
            clk_count <= 0;
            bit_index <= 0;
            tx <= 1;
            tx_busy <= 0;
        end else begin
            case (state)
                STATE_IDLE: begin
                    tx <= 1;
                    tx_busy <= 0;
                    if (tx_start == 1) begin
                        tx_shift_reg <= tx_data;
                        state <= STATE_START;
                        tx_busy <= 1;
                    end
                end
                STATE_START: begin
                    tx <= 0;
                    if (clk_count < CLKS_PER_BIT - 1) begin
                        clk_count <= clk_count + 1;
                    end else begin
                        clk_count <= 0;
                        state <= STATE_DATA;
                    end
                end
                STATE_DATA: begin
                    tx <= tx_shift_reg[bit_index];
                    if (clk_count < CLKS_PER_BIT - 1) begin
                        clk_count <= clk_count + 1;
                    end else begin
                        clk_count <= 0;
                        if (bit_index < 7) begin
                            bit_index <= bit_index + 1;
                        end else begin
                            bit_index <= 0;
                            state <= STATE_STOP;
                        end
                    end
                end
                STATE_STOP: begin
                    tx <= 1;
                    if (clk_count < CLKS_PER_BIT - 1) begin
                        clk_count <= clk_count + 1;
                    end else begin
                        clk_count <= 0;
                        state <= STATE_CLEANUP;
                    end
                end
                STATE_CLEANUP: begin
                    tx_busy <= 0;
                    state <= STATE_IDLE;
                end
            endcase
        end
    end
endmodule
```

==> impl_metrics.py <==
# Synthesis and PnR figures
metrics = {
    "layout": {
        "largest_reg_flops": 16,
        "seq_area_um2": 842,
        "fill_cells": 447,
        "layout-drive-gt1-share": 0.146,
        "fin_area_um2": 1810,
        "area_growth_pct": 19.4,
        "final-comb-area_um2": 638,
    },
    "synth": {
        "top_area_frac": 0.380,
        "largest_area_cell": "dfrtp_1",
        "top_cells_by_count": "dfrtp_1 (23), nor2_1 (15), nand2_1 (12)",
        "edf_count": 8,
        "ys_area_um2": 1520,
        "ys_seq_frac": 0.556,
        "top_cell": "dfrtp_1",
        "synth_cells": 135,
        "ys.flops": 32,
        "ys_cells": 135,
        "synth_area_um2": 1520,
        "synth_cell_types": 37,
        "synth-async-reset-ratio": 0.750,
        "yosys_warnings": 1,
        "top_cells_by_area": "dfrtp_1 (38%), edfxtp_1 (16%), xor2_1 (4.6%), nor2_1 (3.7%), o21ai_1 (3.0%)",
        "ff_type": "dfrtp_1",
        "syn_avg_cell_area_um2": 11.2,
    },
    "grt": {
        "grt_max_degree": 15,
        "grt_first_pass_wirelength_um": 4370,
        "use_met2": 0.157,
        "grtUsageTotal": 0.109,
        "antenna_found_initial": 0,
        "gr-max-usage-layer": "met1",
        "grtUsageMet1": 0.172,
        "met3_usage": 0.0294,
        "grt_pass1_vias": 993,
        "overflow": 0,
    },
    "sta": {
        "clock.fmax_mhz": 538,
        "setup_viol": 0,
        "relSlewSlack": 0.688,
        "rsz0062_at_grt": "false",
        "hold_viol": 0,
        "worst_pin_slew_ns": 0.467,
        "setup_tns_ns": 0,
        "final.setup.worst_slack_ns": 0.540,
        "layout_min_cycle_time_ns": 1.86,
        "finalMaxSlewViolations": 0,
        "finClkSkew_ns": 0.00359,
        "finalCritPeriodShare": 0.775,
    },
    "clock_tree": {
        "insertion_delay_ns": 0.28,
        "cts_tree": "built",
        "path_clk_slew_ns": 0.07,
        "cts_setup_buffers": 0,
        "htreeDepth": 2,
        "ctsResizeCount": 0,
        "numClockSinks": 32,
        "holdBufCountCts": 0,
        "clockBufferDepth": 2,
        "root_buffer": "clkbuf_8",
        "cts_buffers": 5,
    },
    "critical_path": {
        "worstPathArrival_ns": 2.03,
        "crit_path_end": "bit_index[1]",
        "reg2reg_to": "bit_index[1]",
        "startpoint": "clk_count[12]",
        "r2r_setup_slack_ns": 0.54,
        "critical_path_class": "reg2reg",
        "reg2reg_from": "clk_count[12]",
        "end_kind": "flop",
        "critPathLaunchType": "flop",
        "r2r_cells": 5,
        "path_max_fanout": 9,
        "required_ns": 2.57,
    },
    "routing": {
        "postRouteAntennaNets": 0,
        "viasPerCell": 4.83,
        "wirelength_um": 2460,
        "wire_per_inst_um": 11.3,
        "vias": 1054,
        "drtIter0Drc": 36,
        "diodes": 0,
        "drtPass1Iterations": 4,
        "drcViolationCount": 0,
    },
    "placement": {
        "place_area_um2": 1730,
        "hpwlAfterDp_um": 1740,
        "gp_congestion": 0.841,
        "place_ws_ns": 0.412,
        "place.port_buffers": 12,
    },
    "pwr": {
        "vdd_drop_max_mv": 0.449,
        "combPwrFrac": 0.030,
        "pwr_density_cell_nw_per_um2": 541,
        "pwr-share-clk": 0.400,
        "seqPwrFrac": 0.571,
        "p_sw_frac": 0.210,
        "p_int_w": 0.000773,
        "switching_power_w": 0.000206,
        "p_leak_nw": 0.748,
    },
    "min_path": {
        "hold_path.class": "reg2reg",
        "hold_depth": 2,
    },
    "floorplan": {
        "fp.coreArea_um2": 4790,
        "io_pins": 13,
        "die_width_um": 73.1,
        "die_height_um": 73.1,
        "rows": 25,
        "initial_core_util": 0.317,
        "dieArea_um2": 5340,
    },
    "outcome": {
        "status": "finished clean",
    },
    "job": {
        "cap_viol_max_count": 0,
        "warnings": 25,
    },
}
routing by layer:
metal / vias up / part of all wire
met5: - / 0
met4: 0 / 0.020
met3: 8 / 0.052
met2: 25 / 0.43
met1: 509 / 0.49
li1: 512 / -
metrics by stage:
step / hold slack [ns] / total power [W] / instances / utilization
5_1_grt: 0.515 / 0.00101 / 218 / 0.378
2_1_floorplan: 0.443 / 0.000576 / 135 / -
4_1_cts: 0.481 / 0.000988 / 218 / 0.378
3_5_place_dp: 0.471 / 0.000599 / 210 / 0.361
3_3_place_gp: 0.469 / 0.000598 / 210 / 0.361
6_report: 0.479 / 0.000978 / 218 / 0.378
final cells by class:
type | instances | share of cell area
clock inverter | 3 | 0.00761
tap | 67 | 0.0463
multi-input combinational | 94 | 0.353
inverter | 2 | 0.00415
sequential | 32 | 0.465
clock buffer | 5 | 0.0380
timing repair buffer | 15 | 0.0858
placed cells by master, fill, tap and decap left out, types with 2 or more instances in the layout:
cell / instances
nand4_1: 4
nand3_1: 3
nor2_1: 15
buf_4: 2
clkinv_2: 2
and3_1: 4
xnor2_1: 3
clkbuf_8: 5
inv_1: 2
dfrtp_1: 23
mux4_2: 2
xor2_1: 8
a21oi_1: 4
and4_1: 2
nand2b_1: 5
edfxtp_1: 8
nand2_1: 12
a31oi_1: 2
o21ai_0: 2
ha_1: 2
clkdlybuf4s50_1: 12
o21ai_2: 2
o21ai_1: 9
critical path: stages, from the launching register on:
cell       delay, ns
dfrtp_1         0.42
a2111oi_2       0.42
o21ai_2         0.14
a21oi_4         0.27
or3_4           0.21
mux2_4          0.29
cell families after synthesis:
kind of cell    after synthesis  share of synthesized area
simple gates                 50                      0.169
flops                        32                      0.556
compound gates               27                      0.125
xor+xnor                     11                     0.0636
buf+inv                       9                     0.0231
mux                           4                     0.0471
fa+ha+maj                     2                     0.0165
worst min path at each step:
stage                 to  from
final                 tx    tx
after global routing  tx    tx
after CTS             tx    tx
power by group through the flow:
| stage | clock network, W | logic (W) | registers (W) |
|---|---|---|---|
| after CTS | 0.000400 | 0.0000301 | 0.000558 |
| after global routing | 0.000422 | 0.0000320 | 0.000558 |
| final | 0.000391 | 0.0000292 | 0.000558 |
No activity file was given, so power comes from the tool's default toggle rates.
