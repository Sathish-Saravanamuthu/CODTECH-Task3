==> ./design.v <==
module uart_rx (
    input wire clk,           
    input wire rst,           
    input wire rx,            
    output reg [7:0] rx_data,  
    output reg rx_done        
);
    parameter BAUD_RATE = 9600;
    parameter CLK_FREQ = 50000000;  
    parameter CLKS_PER_BIT = CLK_FREQ / BAUD_RATE;
    parameter STATE_IDLE = 0;
    parameter STATE_START = 1;
    parameter STATE_DATA = 2;
    parameter STATE_STOP = 3;
    reg [2:0] state = STATE_IDLE;
    reg [15:0] clk_count = 0;
    reg [2:0] bit_index = 0;
    reg [7:0] rx_shift_reg = 0;
    always @(posedge clk or posedge rst) begin
        if (rst) begin
            state <= STATE_IDLE;
            clk_count <= 0;
            bit_index <= 0;
            rx_done <= 0;
        end else begin
            case (state)
                STATE_IDLE: begin
                    rx_done <= 0;
                    if (rx == 0) begin
                        state <= STATE_START;
                        clk_count <= 0;
                    end
                end
                STATE_START: begin
                    if (clk_count < CLKS_PER_BIT - 1) begin
                        clk_count <= clk_count + 1;
                    end else begin
                        clk_count <= 0;
                        state <= STATE_DATA;
                    end
                end
                STATE_DATA: begin
                    if (clk_count < CLKS_PER_BIT - 1) begin
                        clk_count <= clk_count + 1;
                    end else begin
                        clk_count <= 0;
                        rx_shift_reg[bit_index] <= rx;
                        if (bit_index < 7) begin
                            bit_index <= bit_index + 1;
                        end else begin
                            bit_index <= 0;
                            state <= STATE_STOP;
                        end
                    end
                end
                STATE_STOP: begin
                    if (clk_count < CLKS_PER_BIT - 1) begin
                        clk_count <= clk_count + 1;
                    end else begin
                        clk_count <= 0;
                        rx_data <= rx_shift_reg;
                        rx_done <= 1;
                        state <= STATE_IDLE;
                    end
                end
            endcase
        end
    end
endmodule
==> ./run.sh <==
#!/bin/bash
# OpenROAD 26Q1-2900-gdf79404cd8, Yosys 0.63+post, stock flow scripts
make -C /OpenROAD-flow-scripts/flow DESIGN_CONFIG=/design/flow/config.mk WORK_HOME=/design/flow/orfs finish
==> ./config.mk <==
export PLATFORM = sky130hd
export DESIGN_NAME = uart_rx
export DESIGN_NICKNAME = uart_rx
export VERILOG_FILES = /design/flow/design.v
export SDC_FILE = /design/flow/constraint.sdc
export NUM_CORES = 4
export LEC_CHECK = 1
export CORE_UTILIZATION = 40
==> ./constraint.sdc <==
current_design uart_rx

set clk_period 3.2
set clk_io_pct 0.2

create_clock -name clk0 -period $clk_period [get_ports {clk}]

set non_clock_inputs [all_inputs -no_clocks]
set_input_delay [expr $clk_period * $clk_io_pct] -clock clk0 $non_clock_inputs
set_output_delay [expr $clk_period * $clk_io_pct] -clock clk0 [all_outputs]
==> Changelog: implementation <==
### Changed

* Vias in the first global route at 1243
* Area share, top type at ~28%
* First-pass GRT wire length at ~5800 µm
* Drt via density at 5.369
* Logic family by area: simple AND/OR/NAND/NOR gates
* Relative slew slack at 67.94%
* Arrival time worst endpoint at 2370 ps
* Wire per inst at 13.20 µm
* Logic pwr share at ~26%
* IO Count at 12
* Setup repair after global routing missed its margin: false
* Final WS setup at 997.5 ps
* Flip-flop count of the largest register after layout at 16
* Max-Cap Viols at 0
* Area fraction in mux cells at 4.118%
* Setup TNS at 0 ps
* Post-route DRC at 0
* Endpoints failing hold at 0
* Routed wl met3 at 111 µm
* Hold-fix buffers at CTS at 0
* Synth async-reset ratio at between 50% and 60%
* Count of library flops with an enable pin at 16
* Worst Tran Pin Value at 480.9 ps
* PwrDens at 625.2 nW/µm²
* TritonCTS clock tree: built
* CP endpoint kind: register
* Final worst clock skew at 7.621 ps
* Gate Count Post-Synth at 179
* CTS root buffer: clkbuf_8
* Fin crit share at 68.83%
* Maximum clock rate at 0.4540 GHz
* P_sw at 0.0004523 W
* Fp_density at 41.44%
* Seq share, synth at 53.02%
* Top cells, area: dfrtp_1, edfxtp_1, ha_1
* Dominant flop cell: dfrtp_1
* Worst hold path type: reg2reg
* Crit path DRT at 3370 ps
* DP Wirelength at between 2000 and 2500 µm
* Final setup fails at 0
* Reg clk slew, reported paths at roughly 70 ps
* Share of cells above drive strength 1 at 12.82%
* Drt pass-1 iters at 4
* Startpoint Class: input pin
* Sequential power share at between 50% and 60%
* Clock power frac at 23.1%
* Finished Layout Cells at around 250
* Adder share at 5.148%
* Fillers at between 400 and 500
* Initial antenna violation count at 0
* Tool warnings at 30
* Last weighted congestion value of the routability-driven placer at 0.7950
* Routed vias at 1337
* Sw Ratio at 33.04%
* Synth Cell Area at ~1900 µm²
* Unique cell types at roughly 41
* Cell accounting for the most synthesized area: dfrtp_1
* Yosys Chip Area at between 1500 and 2000 µm²
* Final ANT Viol Nets at 0
* Area delta synth->final at 12.61%
* Drt initial violations at 80
* Total global routing track utilization at 14.73%
* Largest net degree at the start of global routing at 15
* Die Ht at 71.72 µm
* Met2 wire length at 1494 µm
* Ys cells at 179
* Total core area at 4692 µm²
* YS warnings at 1
* Status: completed
* Internal power at 0.0009167 W
* Setup WS pre-CTS at 706.4 ps
* Final Max Tran Viols at 0
* Crit path kind: in2reg
* Final Util at 46.67%
* #FFs+latches synth at 38
* Top sig layer: met4
* XOR Share, Synth at 3.153%
* Die footprint at between 5000 and 6000 µm²
* Clock latency on the worst-skew pair at 290 ps
* Worst hold margin at between 400 and 500 ps
* Horiz. Die Dim at around 72 µm
* Compound-Gate Fraction of Synth Area at 12.42%
* Clk sink count at 38
* AND/OR/NAND/NOR Cells, Area Fraction at 18.34%
* Wire length on met1 at 1617 µm
* H-tree lvl count at 2
* Final wirelength at 3286 µm
* CP max FO at 11
* GRT overflow at 0
* CTS max path bufs at 2
* Worst IR Drop VDD at between 0.3 and 0.4 mV
* CTS Buf Count at 5
* Post-CTS sizing at 0
* Final Critical Period at approximately 2200 ps
* Port buffer count at 11
* Setup Fix Bufs, Post-CTS at 0
* Avg Inst Size Synth at 10.86 µm²
* Rows at 25
* N_diodes at 0
* P_leak at 0.8941 nW
* Post-Place Cells at approximately 240
-- cells by family (layout without fill, tap and decap cells) --
logic type / after synthesis / count (layout)
buffers and inverters: 15 / 31
xor gates and xnor gates: 7 / 7
muxes: 7 / 7
and+or+nand+nor: 67 / 67
DFF: 38 / 38
AOI/OAI and AO/OA: 37 / 37
adders and majority gates: 8 / 8
-- power by group through the flow --
stage / sequential (W) / combinational [W] / clock [W]
final: 0.000698 / 0.000354 / 0.000316
after CTS: 0.000697 / 0.000357 / 0.000326
after global routing: 0.000712 / 0.000403 / 0.000348
-- synthesized netlist by cell type (2+ instances only) --
library cell  number
o21ai_0           14
a21o_1             4
and2_1             2
xnor2_1            4
xor2_1             3
buf_2              2
nor2_1             9
and3_1             4
mux2_2             4
a21oi_2            3
nor3b_2            2
nor3_1             2
inv_1              9
o21ai_1            3
mux2i_1            2
nand3b_1           2
nand4_1            3
edfxtp_1          16
nand3_1           10
nor3_2             2
dfrtp_1           22
ha_1               8
nor3b_1            2
nand2_1           23
buf_6              2
a21oi_1            4
or3_1              3
clkbuf_1           2
-- worst max-delay path: stages --
cell	delay, ps
clkdlybuf4s50_1	580
and2_1	360
a221o_1	320
a21oi_2	160
mux2_4	320
-- cell type report --
class | instances | area (µm²) | share of cell area, %
Inverter | 9 | 33.78 | 1.543
Tap cell | 54 | 67.56 | 3.086
Timing Repair Buffer | 14 | 132.6 | 6.057
Clock buffer | 5 | 68.82 | 3.143
Sequential cell | 38 | 1031 | 47.09
Clock inverter | 3 | 16.27 | 0.7429
Multi-Input combinational cell | 126 | 839.6 | 38.34
-- cells in the final DEF, fill, tap and decap left out, types with 2 or more instances in the layout --
master / count
dfrtp_1: 22
a21o_1: 4
xor2_1: 3
nor3_1: 2
or3_1: 3
nand3b_1: 2
ha_1: 8
a21oi_1: 4
o21ai_1: 3
nand2_1: 23
clkbuf_8: 5
mux2i_1: 2
nor3b_1: 2
and3_1: 4
o21ai_0: 14
and2_1: 2
clkdlybuf4s50_1: 11
inv_1: 9
mux2_2: 4
nand4_1: 3
nor2_1: 9
nor3b_2: 2
buf_4: 3
xnor2_1: 4
a21oi_2: 3
edfxtp_1: 16
nor3_2: 2
nand3_1: 10
-- routing by layer --
layer | vias up | track usage (%)
li1 | 670 | -
met1 | 634 | 22.19
met2 | 25 | 23.48
met3 | 8 | 3.138
met4 | 0 | 2.397
met5 | - | 0
-- per-stage QoR --
stage	cell area, µm²	total power, W
3_3_place_gp	2105	0.001042
6_report	2190	0.001369
2_1_floorplan	1944	0.0009862
3_5_place_dp	2105	0.001060
4_1_cts	2190	0.001379
5_1_grt	2190	0.001463
-- final timing paths --
| kind | depth (start not counted) | slack (ps) | start | endpoint |
|---|---|---|---|---|
| setup / recovery | 5 | 1000 | rx | state[1] |
| hold / removal | 0 | 460 | rx_shift_reg[6] | rx_data[6] |
| setup reg to reg | 5 | 1080 | bit_index[0] | rx_shift_reg[4] |
| hold reg to reg | 0 | 460 | rx_shift_reg[6] | rx_data[6] |
| max in group asynchronous | 3 | 1950 | rst | clk_count[13] |
| min in group asynchronous | 2 | 720 | rst | bit_index[2] |
Power and IR drop assume default switching activity.
